[config.mk]
export PLATFORM = sky130hd
export DESIGN_NAME = Processor
export DESIGN_NICKNAME = Processor
export VERILOG_FILES = /design/flow/design.v
export SDC_FILE = /design/flow/constraint.sdc
export NUM_CORES = 4
export LEC_CHECK = 1
export CORE_UTILIZATION = 40
[constraint.sdc]
current_design Processor

set clk_period 18.1
set clk_io_pct 0.2

create_clock -name clk0 -period $clk_period [get_ports {clk}]

set non_clock_inputs [all_inputs -no_clocks]
set_input_delay [expr $clk_period * $clk_io_pct] -clock clk0 $non_clock_inputs
set_output_delay [expr $clk_period * $clk_io_pct] -clock clk0 [all_outputs]
[design.v]
module alu( output reg[31:0] aluresult, output zero,
            input[3:0] operation, input[31:0] data_a, input [31:0] data_b );
  assign zero = (aluresult == '0);    
  always @ (operation or data_a or data_b) begin
    case (operation)
      4'b0000: begin  
        aluresult = data_a & data_b;
      end
      4'b0001: begin  
        aluresult = data_a | data_b;
      end
      4'b0010: begin  
        aluresult = data_a + data_b;
      end
      4'b0110: begin  
        aluresult = data_a - data_b;
      end
      4'b0111: begin  
        if  
          ((data_a[31] == 1) && (data_b [31] == 0))
          begin 
          aluresult = 1;
        end
       else if  
          ((data_b[31] == 1) && (data_a [31] == 0))
          begin 
          aluresult = 0;
        end
       else if  
          ((data_b[31] == 1) && (data_a [31] == 1))
          begin
          aluresult = data_a > data_b ? 1 : 0;
        end
        else  
        begin
          aluresult =  data_a < data_b ? 1 : 0;
      end  
      end
      4'b1100: begin  
        aluresult = ~( data_a  | data_b );
      end
      default: begin
        aluresult = data_a + data_b;
      end
    endcase
  end
endmodule
module alu_control(input[1:0] aluop, input[5:0] funct, output reg[3:0] operation );
  always @ (aluop or funct) begin
    if (aluop == 2'b00)     
      operation = 4'b0010;       
    else if (aluop == 2'b01)    
      operation = 4'b0110;       
    else if (aluop == 2'b10 && funct == 6'b100000)
      operation = 4'b0010;       
    else if (aluop[1] == 1 && funct == 6'b100010)
      operation = 4'b0110;        
    else if (aluop == 2'b10 && funct == 6'b100100)
      operation = 4'b0000;       
    else if (aluop == 2'b10 && funct== 6'b100101)
      operation = 4'b0001;       
    else if (aluop == 2'b10 && funct == 6'b101010)
      operation = 4'b0111;       
  end
endmodule
module andGate(input in0, input in1, output reg out);
	always @(in0 or in1) begin
		if ((in0 == 1 ) && (in1 == 1))
				out = 1; 
		else 
			out = 0;
		end
endmodule
module combineSLPC4(
	input [3:0] aluPlus4,
	input [25:0] instr,
	output reg [31:0] out
	); 
	always @ (aluPlus4 or instr) begin 
		out = {aluPlus4, instr, 2'b00};
	end
endmodule
module controlunit ( output reg regdest, output reg jump, output reg branch, output reg memread,
                     output reg memtoreg, output reg memwrite, output reg alusrc, output reg regwrite,
                     output reg[1:0] aluop, input [5:0] opcode );
  always @ (opcode) begin
    {regdest, alusrc, memtoreg, regwrite, memread, memwrite, branch, jump, aluop}=10'b0000000000;
    case (opcode)
      6'b00000 : begin  
        regdest = 1;
        regwrite = 1;
        aluop = 2'b10;
      end
      6'b100011: begin  
        alusrc = 1;
        memtoreg = 1;
        regwrite = 1;
        memread = 1;
      end
      6'b101011: begin  
        alusrc = 1;
	   memwrite = 1;
      end
      6'b000100: begin  
        branch = 1;
        aluop = 2'b01;
      end
      6'b001000: begin  
        regwrite = 1;
	alusrc = 1;
      end
      6'b001001: begin  
        regwrite = 1;
	   alusrc = 1;
      end
      6'b000010: begin  
        jump = 1;
      end
    endcase
  end
endmodule
module mux32_2_1(
	input s,
	input [31:0] in0,
	input [31:0] in1,
	output reg [31:0] out
	);
	always @(s or in0 or in1)
		if (s==1) begin
			out = in1;
		end
		else begin
			out = in0;
		end
endmodule
module mux4_2_1(
		input [4:0] in0,
		input [4:0] in1,
		input s,
		output reg [4:0] out);
	always @(s or in0 or in1)
		if (s==1) begin
			out = in1;
	 end 
	 else begin 
			out = in0;
	 end
endmodule
module pc_counter(
		input clk,
		input reset,
		input [31:0] next_addr,
		output reg [31:0] current,
		input hazardStall);
	reg [31:0] internalReg;
		always @(next_addr or reset or hazardStall or clk) begin	
		if (hazardStall == 1)
			begin 
				internalReg = current;
			end
		else if (reset == 1) 
			begin
				internalReg = 32'h00003000;
			end 
		else if (clk == 1) begin
		    current = internalReg;
		  end
		else if (clk == 0) begin
		    internalReg = next_addr;
		end
		end
endmodule
module Processor(
	clk,
	reset,
    inst_addr,
    instr,
	data_addr,
	data_out,
	mem_read,
	mem_write,
	data_in
);
	input clk;
	input reset;
	output [31:0]  inst_addr;
	input  [31:0]  instr;
	output [31:0]  data_addr;
	output  [31:0]  data_out;
	output        mem_read;
	output          mem_write;
	input  [31:0]  data_in;
	wire [31:0] jumpMux1, next_addr, instr_add_4;
	pc_counter pc_counter(
		.clk      (clk     ), 	 
		.reset    (reset   ), 	 
		.next_addr     (next_addr    ), 	 
		.current  (inst_addr));	 
	alu aluPLus4 (
		.aluresult  (instr_add_4),  
		.zero       (      ), 		 
		.operation  (4'b0010 ), 	 
		.data_a     (inst_addr), 	 
		.data_b     (4    ));		 
	wire [31:0] alu_out;
	combineSLPC4 combineSLPC4 (
		.aluPlus4  (instr_add_4[31:28]),  
		.instr  (instr[25:0] ),  
		.out  (jumpMux1 ));	 
	mux32_2_1 mux32_2_1 (
		.s    (jump	),  
		.in0  (alu_out ),  
		.in1  (jumpMux1),  
		.out  (next_addr )); 
	wire [1:0] aluop;
	controlunit controlunit (
		.regdest   (regdest  ),  
		.jump      (jump     ),  
		.branch    (branch   ),  
		.memread   (mem_read  ),  
		.memtoreg  (memtoreg ),  
		.memwrite  (mem_write ),  
		.alusrc    (alusrc   ),  
		.regwrite  (regWrite ),  
		.aluop     (aluop    ),  
		.opcode    (instr[31:26]   ));  
    wire [4:0] writeReg;  
    wire [31:0] writeData; 
    wire  [31:0] readData1;
	reg_file reg_file (
		.readReg1   (instr[25:21]),  
		.readReg2   (instr[20:16]),  
		.writeReg   (writeReg  ),    
		.writeData  (writeData ),    
		.regWrite   (regWrite  ),    
		.clk        (clk       ),    
		.readData1  (readData1 ),    
		.readData2  (data_out ));   
	mux4_2_1 mux4_2_1 (
		.in0  (instr[20:16]),  
		.in1  (instr[15:11]),  
		.s    (regdest), 
		.out  (writeReg));  
		wire [31:0] shiftLeftIn;
	sign_extend sign_extend (
		.extendMe  (instr[15:0]),  
		.extended  (shiftLeftIn));  
		wire [31:0] aluAddB;
	shiftleft2 shiftleft2 (
		.shiftMe  (shiftLeftIn[29:0]),   
		.shifted  (aluAddB ));		 
	  wire [31:0] aluAddresult;
	alu aluAdd (
		.aluresult  (aluAddresult ),  
		.zero       (      ),  
		.operation  (4'b0010),  
		.data_a     (instr_add_4  ),   
		.data_b     (aluAddB    ));  
	mux32_2_1 mux32_2_1_b (
		.s    (andGateOut   ),  
		.in0  (instr_add_4 ),   
		.in1  (aluAddresult ),  
		.out  (alu_out ));  
	wire [3:0] operation;
	alu_control alu_control (
		.aluop      (aluop),   
		.funct      (instr[5:0]     ),  
		.operation  (operation ));  
	wire [31:0] aluB;
	mux32_2_1 mux32_2_bottom (
		.in0  (data_out ),  
		.in1  (shiftLeftIn ),   
		.s    (alusrc   ),   
		.out  (aluB ));  
	alu aluMain (
		.aluresult  (data_addr ),	  
		.zero       (zero      ),	  
		.operation  (operation ), 		 
		.data_a     (readData1    ),	  
		.data_b     (aluB    ));	 
	andGate andGate (
		.in0  (branch ),  
		.in1  (zero),   
		.out  (andGateOut));  
	mux32_2_1 mux32_2_1data (
		.s    (memtoreg   ),  
		.in0  (data_addr ),   
		.in1  (data_in ), 	  
		.out  (writeData ));  
endmodule
module reg_file(
input [4:0] readReg1, readReg2, writeReg,
input [31:0] writeData,
input regWrite, clk,
output reg [31:0] readData1, readData2
);
reg [31:0] regFile [31:0];
integer k;
initial begin 
  for (k = 0; k <= 31; k = k +1) 
    regFile[k] <= 0;
  end
always@(negedge clk) begin
	 readData1 <= regFile[readReg1];
	 readData2 <= regFile[readReg2];
end
always@(regWrite) begin
  if (writeReg == 0) begin 
    regFile[writeReg] = 0;
  end
	else if(regWrite)
		regFile[writeReg] = writeData;
end
endmodule
module shiftleft2(
	input [29:0] shiftMe,
	output reg [31:0] shifted);
	always @(shiftMe) begin
		shifted = {shiftMe[29:0], 2'b00}; 
	end
endmodule
module sign_extend(
	input [15:0] extendMe,
	output reg [31:0] extended);
	always @(extendMe) 
		begin if 
				(extendMe[15] == 0) 
			extended =  {16'b0000000000000000, extendMe};
		else if (extendMe[15] == 1)  
			extended =  {16'b1111111111111111, extendMe};
		end
endmodule
[run.sh]
#!/bin/bash
# OpenROAD 26Q1-2900-gdf79404cd8, Yosys 0.63+post, stock flow scripts
make -C /OpenROAD-flow-scripts/flow DESIGN_CONFIG=/design/flow/config.mk WORK_HOME=/design/flow/orfs finish
==> results.sh <==
# flow metrics
export IMPL_status="finished, final reports clean"
export IMPL_dp_hpwl_um=113000
export IMPL_untimed_endpoints=1027
export IMPL_antenna_found_initial=20
export IMPL_cts_resized_gates=0
export IMPL_slew_viol_final=0
export IMPL_core_mm2=0.0869
export IMPL_initCoreUtil_pct=40.5
export IMPL_syn_cell_area_mm2=0.0352
export IMPL_p_sw_share_pct=43.8
export IMPL_unclocked_regs=1027
export IMPL_warnings=155
export IMPL_peakVddDrop_uv=190
export IMPL_ys_sh_simple_pct=9.91
export IMPL_ys_warn_count=361
export IMPL_crit_type="reg2out"
export IMPL_fin_ws_ps=451
export IMPL_die_area_mm2=0.0891
export IMPL_drc=0
export IMPL_cts_max_level=3
export IMPL_synth_area_leader_cell="dlxtn_1"
export IMPL_clk_pin_slew_ps=30
export IMPL_gp_congestion=1.03
export IMPL_clk_path_buf_depth=2
export IMPL_comb_power_share_pct=38.2
export IMPL_drt_initial_drc_count=4885
export IMPL_clkPwrFrac_pct=2.5
export IMPL_drive_above_1_share_pct=9.01
export IMPL_viasPerCell=7.48
export IMPL_port_buffers=130
export IMPL_grt_total_usage_pct=44.7
export IMPL_ys_sh_aoi_pct=33.3
export IMPL_crit_required_ps=14480
export IMPL_ant_nets=0
export IMPL_p_switching_mw=4.28
export IMPL_grt_max_degree=65
export IMPL_hold_start="instr[26]"
export IMPL_cts_tree="yes"
export IMPL_preCtsSetupSlack_ps=976
export IMPL_cp_end_kind="output port"
export IMPL_worstHoldEndpoint="mem_write"
export IMPL_top_cell="dlxtn_1"
export IMPL_num_io_pins=164
export IMPL_synth_distinct_cells=95
export IMPL_die_y_um=299
export IMPL_synth_mux_area_fraction_pct=0.715
export IMPL_adder_share_pct=3.56
export IMPL_hold_viol_final=0
export IMPL_grt_pass1_wl_um=273000
export IMPL_vias=38200
export IMPL_async_reset_ff_share_pct=0
export IMPL_finalSetupViolCount=0
export IMPL_power_density_mw_per_mm2=248
export IMPL_cts_setup_buffers=0
export IMPL_drt_total_wl_um=198000
export IMPL_hold_worst_slack_ps=8270
export IMPL_hp_class="in2out"
export IMPL_path_max_fanout=14
export IMPL_setup_tns_final_ps=0
export IMPL_power_frac_seq_pct=59.3
export IMPL_worstHoldPathCells=4
export IMPL_ys_cells=3845
export IMPL_area_growth_pct=12.0
export IMPL_first_global_vias=36100
export IMPL_cellLeakagePower_nw=16.8
export IMPL_ys_area_mm2=0.0352
export IMPL_max_cap_viol_count=0
export IMPL_postCtsHoldBufs=0
export IMPL_synth_cells=3845
export IMPL_power_internal_mw=5.49
export IMPL_rows=108
export IMPL_rsz0062_at_grt="false"
export IMPL_gr_total_overflow=0
export IMPL_synth_logic_top_family="AND-OR/OR-AND gates"
export IMPL_relSlewSlack_pct=16.9
export IMPL_die_width_um=299
export IMPL_common_cells="dlxtn_1 (1,027), a221oi_1 (330), a22o_1 (322)"
export IMPL_top_cells_by_area="dlxtn_1 (44%), a221oi_1 (8.2%), a22o_1 (8.0%)"
export IMPL_tightest_slew_ps=1240
export IMPL_wl_per_cell_um=38.7
export IMPL_ys_ff=1091
export IMPL_top_area_share_pct=43.8
export IMPL_cts_buffers_inserted=9
export IMPL_edf_count=0
export IMPL_ys_flop_type="dlxtn_1"
export IMPL_cp_arrival_ps=14030
export IMPL_root_buffer="clkbuf_16"
export IMPL_critPathLaunchType="register"
export IMPL_avgSynthCellArea_um2=9.15
export IMPL_dr_pass1_iters=7
export IMPL_xor_share_pct=0.199
area by class of cell:
cell class | instances | area, um2
clock buffers | 9 | 225
well taps | 1155 | 1450
clock inverters | 71 | 319
flip-flops and latches | 1091 | 16700
repair buffers | 300 | 2590
multi-input cells | 2373 | 17700
diodes | 10 | 25.0
fillers | 8328 | 47500
inverters | 105 | 394
registers in the layout, summed over array words and instances (netlist names):
| signal | cells |
|---|---|
| alu_control.operation | 3 |
| reg_file.readData1 | 32 |
| reg_file.readData2 | 32 |
| reg_file.regFile | 1024 |
worst max-delay path by stage:
stage	cells past startpoint	from	end
4_1_cts	11	reg_file.readData2[13]	data_addr[26]
5_1_grt	12	reg_file.readData2[4]	data_addr[26]
6_report	11	reg_file.readData2[13]	data_addr[26]
power groups by stage:
stage / registers (mW) / logic, mW / clock network (mW)
after global routing: 6.13 / 3.95 / 0.268
after CTS: 5.71 / 3.57 / 0.255
final: 5.79 / 3.73 / 0.246
per-layer routing:
| layer | routed length, um | share of wire [%] | vias up | global-route usage [%] |
|---|---|---|---|---|
| met5 | 809 | 0.41 | - | 6.30 |
| met4 | 18100 | 9.1 | 35 | 27.9 |
| met2 | 74900 | 38 | 4043 | 58.4 |
| met1 | 66100 | 33 | 17600 | 51.8 |
| li1 | - | - | 15100 | - |
| met3 | 38300 | 19 | 1411 | 31.7 |
critical path: stages (launching register included):
cell and delay, ps:
dfxtp_1 300, mux2_2 280, ha_1 620, or4_1 260, nor2_1 80, nor3_1 370, a21oi_1 240, o41ai_1 880
o21bai_1 170, mux2i_1 150, nor4_1 620, clkdlybuf4s50_1 580
per-stage QoR:
step / util (%) / total power [mW] / std cells / cell area, um2
after floorplan: - / 7.38 / 3876 / 35300
after global placement: 44.7 / 9.28 / 5025 / 38800
after detailed placement: 44.7 / 9.27 / 5025 / 38800
after CTS: 45.3 / 9.54 / 5104 / 39400
after global routing: 45.3 / 10.3 / 5107 / 39400
final: 45.3 / 9.77 / 5114 / 39400
cells in the final DEF (no fill, tap or decap), types with 20 or more instances in the layout:
| cell type | instances |
|---|---|
| dlxtn_1 | 1026 |
| a221oi_1 | 330 |
| a22o_1 | 322 |
| a22oi_1 | 320 |
| a21oi_1 | 178 |
| buf_4 | 169 |
| inv_1 | 167 |
| nand2_1 | 157 |
| nand4_1 | 140 |
| clkdlybuf4s50_1 | 130 |
| nor2_1 | 123 |
| ha_1 | 97 |
| nand3_1 | 77 |
| o21ai_0 | 76 |
| o32a_1 | 66 |
| nor2_4 | 64 |
| dfxtp_1 | 64 |
| conb_1 | 32 |
| o21bai_1 | 22 |
| nand2b_1 | 21 |
| o211ai_1 | 21 |
| nor3_1 | 20 |
cell families after synthesis:
family / Yosys count
AOI/OAI and AO/OA: 1508
latches: 1027
and+or+nand+nor: 703
buffers and inverters: 412
adders and majority gates: 99
DFF: 64
muxes: 23
xor gates and xnor gates: 8
other: 1
Power and IR drop assume default switching activity.
